<file path="design/flow/run.sh">
#!/bin/bash
# OpenROAD 26Q1-2900-gdf79404cd8, Yosys 0.63+post, stock flow scripts
make -C /OpenROAD-flow-scripts/flow DESIGN_CONFIG=/design/flow/config.mk WORK_HOME=/design/flow/orfs finish
</file>
<file path="design/flow/config.mk">
export PLATFORM = sky130hd
export DESIGN_NAME = display_controller
export DESIGN_NICKNAME = display_controller
export VERILOG_FILES = /design/flow/design.v
export SDC_FILE = /design/flow/constraint.sdc
export NUM_CORES = 4
export LEC_CHECK = 1
export CORE_AREA = 10 10 114 114
export DIE_AREA = 0 0 124 124
</file>
<file path="design/flow/constraint.sdc">
current_design display_controller

set clk_period 3.5
set clk_io_pct 0.2

create_clock -name clk0 -period $clk_period [get_ports {clk}]

set non_clock_inputs [all_inputs -no_clocks]
set_input_delay [expr $clk_period * $clk_io_pct] -clock clk0 $non_clock_inputs
set_output_delay [expr $clk_period * $clk_io_pct] -clock clk0 [all_outputs]
</file>
<file path="design/flow/design.v">
`timescale 1ns / 1ps
module display_controller(clk, rstb, annode3, annode2, annode1, annode0,  
 a3, a2, a1, a0, a, b, c, d, e, f, g);
   input           clk, rstb;
   input [3:0]     annode3, annode2, annode1, annode0;
   output reg      a, b, c, d, e, f, g;
   output wire     a3, a2, a1, a0;
   reg  [3:0]      ad_out; 
   wire [1:0]      seg_sel;
   reg             clk_250;
   reg [15:0]      count = 0;
   always @(posedge clk, negedge rstb)
      if(!rstb) begin
         count <= 0;
         clk_250 <= 0;
      end 
      else begin
         count <= (count + 1);
         if(count >= 25000) begin
            count <= 0;
            clk_250 <= ~clk_250;
         end 
      end
   led_controller LED_contr(
      .clk(clk_250), 
      .rstb(rstb), 
      .a3(a3), 
      .a2(a2), 
      .a1(a1), 
      .a0(a0), 
      .seg_sel(seg_sel)
   );
   always @(seg_sel, annode3, annode2, annode1, annode0)   
      case (seg_sel)      
         2'b00  :      ad_out =  annode0;   
         2'b01  :      ad_out =  annode1;   
         2'b10  :      ad_out =  annode2;   
         2'b11  :      ad_out =  annode3;   
         default:    ad_out =  4'bx;   
      endcase      
   always@(ad_out)
      case (ad_out)
         4'b0000: {a, b, c, d, e, f, g} = 7'b0000001;  
         4'b0001: {a, b, c, d, e, f, g} = 7'b1001111;  
         4'b0010: {a, b, c, d, e, f, g} = 7'b0010010;  
         4'b0011: {a, b, c, d, e, f, g} = 7'b0000110;  
         4'b0100: {a, b, c, d, e, f, g} = 7'b1001100;  
         4'b0101: {a, b, c, d, e, f, g} = 7'b0100100;  
         4'b0110: {a, b, c, d, e, f, g} = 7'b0100000;  
         4'b0111: {a, b, c, d, e, f, g} = 7'b0001111;  
         4'b1000: {a, b, c, d, e, f, g} = 7'b0000000;  
         4'b1001: {a, b, c, d, e, f, g} = 7'b0001100;  
         4'b1010: {a, b, c, d, e, f, g} = 7'b0001000;  
         4'b1011: {a, b, c, d, e, f, g} = 7'b1100000;  
         4'b1100: {a, b, c, d, e, f, g} = 7'b0110001;  
         4'b1101: {a, b, c, d, e, f, g} = 7'b1000010;  
         4'b1110: {a, b, c, d, e, f, g} = 7'b0110000;  
         4'b1111: {a, b, c, d, e, f, g} = 7'b0111000;  
         default: {a, b, c, d, e, f, g} = 7'b1111111;  
      endcase
endmodule
`timescale 1ns / 1ps
module led_controller(clk, rstb, a3, a2, a1, a0, seg_sel);
   input            clk, rstb;
   output reg       a3, a2, a1, a0;
   output reg [1:0] seg_sel;   
   reg      [1:0] present_state;
   reg      [1:0] next_state;
   always @(present_state)
      case (present_state) 
         2'b00 : next_state = 2'b01;
         2'b01 : next_state = 2'b10;
         2'b10 : next_state = 2'b11;
         2'b11 : next_state = 2'b00;
         default: next_state = 2'b00;      
      endcase   
   always @(posedge clk, negedge rstb)
      if (!rstb)
         present_state <= 2'b00;         
      else
         present_state <= next_state;
   always @(present_state)
      case (present_state)         
         2'b00  : {seg_sel, a3, a2, a1, a0} = 6'b00_1110;    
         2'b01  : {seg_sel, a3, a2, a1, a0} = 6'b01_1101;    
         2'b10  : {seg_sel, a3, a2, a1, a0} = 6'b10_1011;    
         2'b11  : {seg_sel, a3, a2, a1, a0} = 6'b11_0111;    
         default : {seg_sel, a3, a2, a1, a0} = 6'b00_1110;
      endcase
endmodule
</file>
==> impl_metrics.ini <==
; physical design summary
[yosys]
yosys.stat.seqShare_pct = 38.62
netlist.area_leader.share_pct = 36.70
synth-warning-count = 2
synth_area_um2 = 1364
postSynthAreaPerCell_um2 = 9.471
ys_area_um2 = 1364
synth.largest_area_cell = sky130_fd_sc_hd__dfrtp_1
yosys_cell_count = 144
synth.area.top_cells = sky130_fd_sc_hd__dfrtp_1 37%, sky130_fd_sc_hd__ha_1 7.3%, sky130_fd_sc_hd__mux2i_1 7.3%
ys_ff = 21
synthFlopType = sky130_fd_sc_hd__dfrtp_1
syn-instance-count = 144
synth-edff-count = 0
netlist-cell-type-count = 38
postSynth.asyncResetShare_pct = 100.0

[clock_tree]
cts.root.buffer_cell = sky130_fd_sc_hd__clkbuf_8
cts-root-to-sink-buffers = 2
clock_insertion_delay_worst_skew_ns = 0.25
cts_tree = done
tritoncts.num_buffers = 3
htree_num_levels = 1
reg_clk_slew_reported_paths_ns = 0.06
ctsHoldBuffers = 0

[timing]
fin_worst_hold_slack_ns = 0.4784
final.min_clock_period_ns = 3.401
slew_headroom_pct = 61.01
worst-slew-pin-transition_ns = 0.5848
postLayoutSetupSlackWorst_ns = 0.09894
setup_viol = 0
final-hold-violation-count = 0
timing.final.crit_share_pct = 97.17
slew_violations = 0
clock.fmax_ghz = 0.2940
fin_skew_ns = 0.005335
unclocked_pins = 4
number_of_unconstrained_endpoints = 8

[worst_setup_path]
critical_path.most_common_cell = sky130_fd_sc_hd__clkdlybuf4s50_1
crit_path_cell_trace = clkdlybuf4s50_1, a22o_1, a21oi_2, buf_4, ha_2, mux2i_1, o22ai_1, clkdlybuf4s50_1
worst_r2r_path_depth = 4
worst-path-buf-inv = 3
critical-path-max-stage-delay_ns = 0.50
critical_path.endpoint_type = output pin
critPathSlowestCell = sky130_fd_sc_hd__clkdlybuf4s50_1
worst-path-max-fanout = 5
critical_path_depth = 8
timing.critical_path.max_delay_family = buffers and inverters
critPathLaunchType = primary input
crit_arrival_ns = 2.70
criticalPathCategory = primary input to output pin
worst_ep_required_time_ns = 2.80

[layout]
final_common_cell = sky130_fd_sc_hd__clkdlybuf4s50_1
layout.cells.most_common_list = 26 x sky130_fd_sc_hd__clkdlybuf4s50_1, 20 x sky130_fd_sc_hd__dfrtp_1, 20 x sky130_fd_sc_hd__nor2_1
flow.area_growth_from_synthesis_pct = 37.98
drive_above_1_share_pct = 12.50
fin_util_pct = 18.07
fillers = 1156

[pwr]
combinationalPowerShare_pct = 19.7
sequential_share_of_power_pct = 50.2
power_report.internal_total_mw = 0.3628
power.share.switching_pct = 23.79
clockPowerShare_pct = 30.1
vdd.ir_drop.worst_v = 0.0001843
power_switching_mw = 0.1133
p_leak_nw = 0.8002
power-per-cell-area_nw_per_um2 = 253.0

[routing]
antennaDiodeCount = 0
detail_route.wirelength.met1_mm = 1.644
routed-wl-met2_mm = 1.217
first_pass_iters = 4
finalWirelength_mm = 3.172
vias_per_cell = 3.551
met3WireLength_um = 294
highest-signal-layer = met4
initial_drt_markers = 60
drc_errors = 0
routed-via-count = 1108
antenna_violating_nets_remaining = 0
routed_wire_length_per_instance_um = 10.17

[global_routing]
grt_pass1_wl_mm = 5.402
globalRouteTotalUtil_pct = 4.143
first_global_vias = 1125
grt_start_max_net_pins = 22
antenna_found_initial = 0
globalRouteOverflowTotal = 0

[floorplanning]
core.rowCount = 37
coreArea_um2 = 10420
die.size.y_um = 124
die_area_um2 = 15380
core_util_floorplan_pct = 13.09
ios = 29
die_extent_in_x_um = 124

[worst_hold_path]
timing.hold.worst.class = register to register
worst_hold_path.num_cells = 1

[flow_run]
stage_log_warnings = 31
maxCapViolCount = 0

[placement]
post-dp-hpwl_mm = 2.466
place.gp.congestion = 0.8281
placement.io_buffers = 28
pre_cts_ws_ns = -0.06756

[run_status]
run_status = complete, no violations
area by class of cell:
cell class	instances	area, um2	area share, %
multi-input cells	110	785.8	41.76
clock inverters	1	5.005	0.2660
repair buffers	33	322.8	17.15
flip-flops and latches	21	526.8	27.99
well taps	136	170.2	9.043
inverters	8	30.03	1.596
clock buffers	3	41.29	2.194
final timing paths:
kind                                  endpoint                start  slack, ns
max in group asynchronous   count[7]$_DFF_PN0_                 rstb       2.49
hold reg to reg             count[0]$_DFF_PN0_   count[0]$_DFF_PN0_       0.48
hold / removal              count[0]$_DFF_PN0_   count[0]$_DFF_PN0_       0.48
setup reg to reg           clk_250$_DFFE_PN0N_  count[12]$_DFF_PN0_       1.91
min in group asynchronous   count[6]$_DFF_PN0_                 rstb       0.79
setup / recovery                             e           annode3[1]        0.1
cells in the mapped netlist, drive strengths merged (2+ instances only):
cell type and instances:
and3 2, ha 8, a21o 2, nand2 13
o22ai 3, a21oi 4, mux2i 10, xnor2 5
a22oi 2, nand4 3, inv 8, buf 4
nand3 6, xor2 9, dfrtp 20, a22o 3
o21ai 6, nor2 21, and4 2
through the flow:
step           cell area, um2  instances  power [mW]  setup TNS, ns
2_1_floorplan            1364        144      0.2819              0
3_3_place_gp             1809        308      0.3347       -0.09052
3_5_place_dp             1809        308      0.3368        -0.1014
4_1_cts                  1868        312      0.4847              0
5_1_grt                  1882        312      0.5089      -0.005291
6_report                 1882        312      0.4761              0
worst reg2reg max path, stage by stage, from the launching register on:
cell	delay [ns]
sky130_fd_sc_hd__dfrtp_1	0.42
sky130_fd_sc_hd__nor4_1	0.27
sky130_fd_sc_hd__o21ai_1	0.11
sky130_fd_sc_hd__a31o_1	0.43
sky130_fd_sc_hd__xor2_1	0.22
cell families (layout without fill, tap and decap cells):
kind of cell    count (synthesis)  after routing  synth area share, %
compound gates                 25             25                13.95
other cells                     1              1               0.2750
buf+inv                        13             45                5.320
fa+ha+maj                       8              8                7.340
flops                          21             21                38.62
simple gates                   51             51                17.34
mux                            11             11                8.165
xor+xnor                       14             14                8.991
sequential cells by signal, summed over array words and instances (netlist names):
| register | cells |
|---|---|
| LED_contr.present_state | 4 |
| count | 16 |
| clk_250 | 1 |
per-layer routing:
metal  vias to the layer above  global-route usage (%)
li1                        559                       -
met1                       514                   6.180
met2                        33                   6.060
met3                         2                   1.240
met4                         0                  0.2158
met5                         -                       0
power by group through the flow:
stage / combinational (mW) / clock [mW] / sequential [mW]
CTS: 0.0953 / 0.150 / 0.239
global route: 0.104 / 0.163 / 0.241
finish: 0.0940 / 0.143 / 0.239
timing repair:
action                     CTS  global route
resized                      3             6
hold endpoints to repair     0             0
setup endpoints to repair    4             7
pin swaps                    1             3
setup buffers                0             0
Power figures rest on the tool's default switching activity, not on a simulated workload.
