$ cat flow/run.sh
#!/bin/bash
# OpenROAD 26Q1-2900-gdf79404cd8, Yosys 0.63+post, stock flow scripts
make -C /OpenROAD-flow-scripts/flow DESIGN_CONFIG=/design/flow/config.mk WORK_HOME=/design/flow/orfs finish
$ cat flow/config.mk
export PLATFORM = sky130hd
export DESIGN_NAME = transmit_engine
export DESIGN_NICKNAME = transmit_engine
export VERILOG_FILES = /design/flow/design.v
export SDC_FILE = /design/flow/constraint.sdc
export NUM_CORES = 4
export LEC_CHECK = 1
export CORE_UTILIZATION = 40
$ cat flow/constraint.sdc
current_design transmit_engine

set clk_period 3.5
set clk_io_pct 0.2

create_clock -name clk0 -period $clk_period [get_ports {clk}]

set non_clock_inputs [all_inputs -no_clocks]
set_input_delay [expr $clk_period * $clk_io_pct] -clock clk0 $non_clock_inputs
set_output_delay [expr $clk_period * $clk_io_pct] -clock clk0 [all_outputs]
$ cat flow/design.v
`timescale 1ns / 1ps
module transmit_engine(clk, rstb, bit8, parity_en, odd_n_even, baud_val, txWrite, 
 inData, tx, TxRdy);
   input       clk, rstb, bit8, parity_en, odd_n_even, txWrite;
   input [3:0] baud_val;
   input [7:0] inData;
   output      tx;
   output reg  TxRdy;
   wire        TxSet, TxRst, Done, sSet, sRst, ld, btu, shift;
   reg  [7:0]  data;
   reg  [17:0] baudCountNum, baudCount, nBaudCount;
   reg  [3:0]  bitCount, nBitCount;
   reg         start, write1Delay;   
   reg [11:0]  sreg_data;
   reg         b7, b8;
   assign TxSet = Done;
   assign TxRst = txWrite;
   always@(posedge clk, negedge rstb)
      if(!rstb) 
         TxRdy <= 1'b1;
      else if(TxSet) 
         TxRdy <= 1'b1;
      else if(TxRst) 
         TxRdy <= 1'b0;
      else 
         TxRdy <= TxRdy;
   assign sSet = txWrite;
   assign sRst = Done;
   always@(posedge clk, negedge rstb)
      if(!rstb) 
         start <= 1'b0;
      else if(sSet) 
         start <= 1'b1;
      else if(sRst) 
         start <= 1'b0;
      else 
         start <= start;
   assign ld = txWrite;
   always@(posedge clk, negedge rstb)
      if(!rstb)
         data <= 8'b00;
      else if (ld)
         data <= inData;
      else 
         data <= data;
   always@(posedge clk, negedge rstb)
      if(!rstb)
         write1Delay <= 1'b0;
      else 
         write1Delay <= txWrite;
   always @(*) 
      case ({bit8,parity_en,odd_n_even})
         3'b000: {b8,b7} = 2'b11;  
         3'b001: {b8,b7} = 2'b11;  
         3'b010: {b8,b7} = {1'b1, ^data[6:0]};  
         3'b011: {b8,b7} = {1'b1, ~(^data[6:0])};  
         3'b100: {b8,b7} = {1'b1, data[7]};  
         3'b101: {b8,b7} = {1'b1, data[7]};  
         3'b110: {b8,b7} = {(^data[7:0]), data[7]};  
         3'b111: {b8,b7} = {~(^data[7:0]), data[7]};  
         default: {b8,b7} = 2'b00;  
      endcase
   always @( posedge clk, negedge rstb)
      if (!rstb)
         sreg_data <=12'hFFF;  
      else if (write1Delay)
         sreg_data <= {1'b1,b8,b7,data[6:0], 1'b0, 1'b1}; 
      else if (shift)begin
         sreg_data <=  sreg_data >> 1;  
         sreg_data [11] <= 1;  
      end
   assign tx = sreg_data[0];
   always@(*)
      case(baud_val)
         4'b0000: baudCountNum = 166667 -1;   
         4'b0001: baudCountNum = 41667 - 1;   
         4'b0010: baudCountNum = 20833 - 1;   
         4'b0011: baudCountNum = 10417 - 1;   
         4'b0100: baudCountNum = 5208 - 1;    
         4'b0101: baudCountNum = 2604 - 1;    
         4'b0110: baudCountNum = 1302 - 1;    
         4'b0111: baudCountNum = 868 - 1;     
         4'b1000: baudCountNum = 434 - 1;     
         4'b1001: baudCountNum = 217 - 1;     
         4'b1010: baudCountNum = 109 - 1;     
         4'b1011: baudCountNum = 54 - 1;      
         default: baudCountNum = 166667 - 1;  
      endcase 
   assign btu = (baudCount == baudCountNum) ? 1'b1 : 1'b0;
   assign shift = btu;
   always@(*)
      case({btu, start})
         2'b00 : nBaudCount = 18'b00;
         2'b01 : nBaudCount = baudCount + 1;
         2'b10 : nBaudCount = 18'b00;
         2'b11 : nBaudCount = 18'b00;
         default : nBaudCount = 18'b00;
      endcase
   always @(posedge clk, negedge rstb)
      if(!rstb)  
         baudCount <= 18'b0;  
      else 
         baudCount <= nBaudCount;  
   assign Done = (bitCount == 11) ? 1'b1 : 1'b0;
   always@(*)
      case({btu, start})
         2'b00 : nBitCount = 4'b00;
         2'b01 : nBitCount = (Done) ? 4'b00 : bitCount;
         2'b10 : nBitCount = 4'b00;
         2'b11 : nBitCount = bitCount + 1;
         default : nBitCount = 4'b00;
      endcase
   always @(posedge clk, negedge rstb)
      if(!rstb)  
         bitCount <= 4'b0;  
      else 
         bitCount <= nBitCount;  
endmodule
==> results.tsv <==
metric	value	unit
status	completed	
Resized Gates After CTS	0	
asr flop ratio synth	100	%
hpwl dp	3900	um
HP Class	input pin to asynchronous set/reset pin	
VDD IR-drop max	0.243	mV
CP Max Fanout	6	
Syn-to-layout area delta	16.3	%
final hold vios	0	
Reg2Reg Launch Point	baudCount[0]	
antenna-violating nets left	0	
placed cell area	3140	um2
RSZ-0062 raised after global routing	false	
Post-Syn Area	2790	um2
First DRT Iteration DRCs	109	
Yosys reg bits	44	
Cell Type Count	56	
cts hold-fix bufs	0	
largest net degree at the start of global routing	40	
post-route clock period utilization	96.6	%
R2R Path End	bitCount[2]	
core area	6760	um2
Top-area cell share	28.7	%
postcts setup bufs	0	
Worst setup EP type	register	
clk latency of the worst-skew pair	0.29	ns
Startpoint Class	input pin	
count of library flops with an enable pin	0	
routed length per instance	13.7	um
Dominant Register Cell	dfrtp_1	
vias in the first global route	1894	
Max-Slew Margin vs Limit	65.1	%
PD cells	415	nW/um2
Final Instance Area	3250	um2
switching pwr	435	uW
internal power	912	uW
Antenna Cells	0	
# Cells Yosys	295	
setup slack, reg-to-reg	0.87	ns
Max Root-Sink Buffers	2	
# IOs	20	
crit path to	bitCount[2]	
H-tree Lvls	2	
CP Data Required Time	3.73	ns
DRC	0	
# setup viols final	0	
TritonRoute pass-1 iters	4	
Flop pwr share	51.2	%
Fmax	296	MHz
die x size	85.5	um
critical path arrival	3.62	ns
Cell area leaders	dfrtp_1 (29%), dfstp_2 (11%), xnor2_1 (5.0%)	
Max Slew Vio Count	0	
synth cell count leaders	dfrtp_1 (32), nor2_1 (31), nand2_1 (25)	
# clock sinks	44	
layout cell share with drive strength beyond 1	18.3	%
reg2reg path depth	7	
CTS tree	done	
YS chip area	2790	um2
Worst Skew	0.00938	ns
Synth Seq Share	40.0	%
via/cell ratio	5.26	
routed via count	2141	
grt total ovfl	0	
CP Class	input pin to register	
Setup crit start	baud_val[0]	
maxcap violations	0	
tool warning count	31	
Mean Syn Cell Area	9.46	um2
largest area contributor in the netlist	dfrtp_1	
initial antenna violation count	0	
DRT Wirelength	5560	um
count leader, synth	dfrtp_1	
Pre-Place Util	41.3	%
yosys warning tally	1	
# rows	30	
height of the die	85.5	um
Leak	1.42	nW
Post-Synthesis Cells	295	
clk root buf	clkbuf_8	
CTS Buf Count	5	
clock share of power	23.3	%
clock-pin slew on the worst setup and hold paths	0.09	ns
PortBufs	19	
sw frac	32.3	%
logic gate share of total power	25.5	%
Tightest Pin Transition	0.524	ns
total power draw	1.35	mW
Overall Global Routing Usage	16.3	%
die area	7310	um2
GPL Wtd Cong	0.908	
fin crit period	3.38	ns
global-route wire length before repair	9350	um
worst min-delay path by stage:
| stage | from | depth (start not counted) | to |
|---|---|---|---|
| 6_report | rstb | 1 | bitCount[2] |
| 5_1_grt | rstb | 1 | bitCount[2] |
| 4_1_cts | rstb | 1 | bitCount[2] |
logic make-up after synthesis:
family / Yosys count / share of synthesized area (%)
and+or+nand+nor: 112 / 21.2
AOI/OAI and AO/OA: 54 / 12.9
DFF: 44 / 40.0
xor gates and xnor gates: 28 / 8.79
buffers and inverters: 27 / 5.16
muxes: 21 / 7.94
adders and majority gates: 9 / 4.04
power groups by stage:
stage     registers [mW]  logic (mW)  clock network, mW
6_report           0.690       0.343              0.314
5_1_grt            0.703       0.383              0.345
4_1_cts            0.689       0.338              0.328
per-layer routing:
metal / track usage [%] / wire length [um] / vias up
met5: 0 / 0 / -
met4: 1.36 / 49 / 0
met3: 2.34 / 152 / 4
met2: 23.1 / 2440 / 30
met1: 28.6 / 2910 / 1010
li1: - / - / 1097
registers in the layout, indices dropped and copies added (netlist names):
name         count
TxRdy            1
baudCount       18
bitCount         4
data             8
sreg_data       11
start            1
write1Delay      1
layout make-up:
cell class | instances | area, um2
clock buffer | 6 | 72.6
clock inverter | 2 | 12.5
fill | 631 | 3510
inverter | 9 | 33.8
multi-input combinational | 225 | 1550
sequential | 44 | 1120
tap | 80 | 100
timing repair buffer | 41 | 363
worst max-delay path, stage by stage:
cell	delay (ns)
clkdlybuf4s50_1	0.47
inv_1	0.06
ha_1	0.33
or4b_1	0.51
a31oi_1	0.17
a221o_2	0.15
o211ai_2	0.13
or4_4	0.60
or3_1	0.35
a21oi_2	0.14
metrics by stage:
stage          setup TNS, ns  util (%)  instances  hold slack (ns)  setup slack (ns)
2_1_floorplan              0         -        295            0.404             0.108
3_3_place_gp           -3.16      46.5        398            0.459            -0.153
3_5_place_dp           -4.37      46.5        398            0.474            -0.218
4_1_cts                    0      47.8        406            0.203            0.0995
5_1_grt                    0      48.0        407            0.199           0.00337
6_report                   0      48.0        407            0.207             0.119
placed cells by master, fill, tap and decap left out, drive strengths merged, types with 2 or more instances in the layout:
master	instances
clkbuf	6
mux2i	12
and2	2
xor2	12
or3	4
ha	9
o21ai	18
dfstp	12
inv	9
nand3	8
or4b	2
o31a	2
clkdlybuf4s50	18
nand2	25
nor3b	4
nand4	5
a21o	4
buf	23
a21oi	13
a221oi	2
nor2	31
nand2b	2
xnor2	16
and3	8
nor4	2
or3b	2
or4	2
or2	3
dfrtp	32
nor2b	7
mux2	9
No activity file was given, so power comes from the tool's default toggle rates.
