File: design/flow/config.mk
export PLATFORM = sky130hd
export DESIGN_NAME = receive_engine
export DESIGN_NICKNAME = receive_engine
export VERILOG_FILES = /design/flow/design.v
export SDC_FILE = /design/flow/constraint.sdc
export NUM_CORES = 4
export LEC_CHECK = 1
export CORE_UTILIZATION = 30
File: design/flow/constraint.sdc
current_design receive_engine

set clk_period 4.8
set clk_io_pct 0.2

create_clock -name clk0 -period $clk_period [get_ports {clk}]

set non_clock_inputs [all_inputs -no_clocks]
set_input_delay [expr $clk_period * $clk_io_pct] -clock clk0 $non_clock_inputs
set_output_delay [expr $clk_period * $clk_io_pct] -clock clk0 [all_outputs]
File: design/flow/design.v
`timescale 1ns / 1ps
module receive_engine(clk, rstb, bit8, parity_en, odd_n_even, baud_val, READ, 
 Rx, status, data);
   input        clk, rstb, bit8, parity_en, odd_n_even, Rx;
   input [1:0]  READ;
   input [3:0]  baud_val;
   output [7:0] data;
   reg [7:0]    data;
   output [2:0] status;
   wire [2:0]   status;
   localparam [2:0]   
      idle      = 2'b00,
      state_1   = 2'b01,
      state_2   = 2'b10,
      state_3   = 2'b11;
   wire        RxSet, RxRst, sSet, sRst, SEVEN, btu, bcu, done; 
   wire        parSet, parRst;
   reg         START, DOIT, LOAD, nSTART, nDOIT, nLOAD;
   wire [17:0] finalBaudCountNum;
   reg  [17:0] baudCountNum, baudCount, nBaudCount;
   reg  [3:0]  bitCount, nBitCount;
   reg  [1:0]  present_state, next_state;
   reg         RxRdy, OVERFLOW, doneDelay;
   reg [8:0]   sreg_data;
   wire        b7, receivedParity, computedParity, generatedParity;
   wire        combinedParities, parityResult;
   reg         PARITY_ERR;
   assign RxSet = doneDelay & !RxRdy;
   assign RxRst = READ[1];
   always@(posedge clk, negedge rstb)
      if(!rstb) 
         RxRdy <= 1'b1;
      else if(RxSet) 
         RxRdy <= 1'b1;
      else if(RxRst) 
         RxRdy <= 1'b0;
      else 
         RxRdy <= RxRdy;
   assign sSet = LOAD & RxRdy;
   assign sRst = READ[0];
   always@(posedge clk, negedge rstb)
      if(!rstb) 
         OVERFLOW <= 1'b0;
      else if(sSet) 
         OVERFLOW <= 1'b1;
      else if(sRst) 
         OVERFLOW <= 1'b0;
      else 
         OVERFLOW <= OVERFLOW;
   always@(posedge clk, negedge rstb)begin
      if(!rstb)begin
         present_state  <= idle;
         {START, DOIT, LOAD} <= 3'b000;  
      end
      else begin
         present_state  <= next_state;  
         {START, DOIT, LOAD} <= {nSTART, nDOIT, nLOAD};  
      end
   end
   always@(*)begin
      next_state = present_state;  
      {nSTART, nDOIT, nLOAD}  = 3'b000;  
      case(present_state)
         idle : begin
            {nSTART, nDOIT, nLOAD}  = 3'b000;  
            next_state = (Rx) ? idle : state_1;
         end
         state_1 : begin
            {nSTART, nDOIT, nLOAD}  = 3'b110;  
            next_state = (Rx) ? idle : ((btu) ? state_2 : state_1 );   
         end
         state_2 : begin
            {nSTART, nDOIT, nLOAD}  = 3'b010;  
            next_state = (btu) ? state_3 : state_2;   
         end
         state_3 : begin
            {nSTART, nDOIT, nLOAD}  = 3'b011;  
            next_state = (bcu) ? idle : state_2;         
         end
         default : begin
            {nSTART, nDOIT, nLOAD}  = 3'b000;  
            next_state = idle;
         end   
      endcase
   end
   always @(posedge clk, negedge rstb)
      if (!rstb)
         sreg_data <=9'hFFF;  
      else if (!START & !DOIT & !LOAD)
         sreg_data <=9'hFFF;  
      else if (LOAD & !START)begin
         sreg_data <=  sreg_data >> 1;  
         sreg_data [8] <= Rx;  
      end
   assign SEVEN = !bit8;
   assign b7               = (SEVEN) ? 1'b0 : sreg_data[7];
   assign receivedParity   = (SEVEN) ? sreg_data[7] : sreg_data[8];
   assign computedParity   = ^{b7,sreg_data[6:0]};
   assign generatedParity  = (odd_n_even) ? ~computedParity : computedParity;
   assign combinedParities = ^{receivedParity, generatedParity};
   assign parityResult     = doneDelay & parity_en & combinedParities;
   assign parSet = parityResult;
   assign parRst = READ[0];
   always@(posedge clk, negedge rstb)
      if(!rstb) 
         PARITY_ERR <= 1'b0;
      else if(parSet) 
         PARITY_ERR <= 1'b1;
      else if(parRst) 
         PARITY_ERR <= 1'b0;
      else 
         PARITY_ERR <= PARITY_ERR;
   always @(posedge clk, negedge rstb)
      if(!rstb)
         data <= 8'b0;
      else if (doneDelay)
         data <= {b7, sreg_data[6:0]};   
   assign status = {OVERFLOW, PARITY_ERR, RxRdy};
   always@(*)
      case(baud_val)
         4'b0000: baudCountNum = 166667 -1;   
         4'b0001: baudCountNum = 41667 - 1;   
         4'b0010: baudCountNum = 20833 - 1;   
         4'b0011: baudCountNum = 10417 - 1;   
         4'b0100: baudCountNum = 5208 - 1;    
         4'b0101: baudCountNum = 2604 - 1;    
         4'b0110: baudCountNum = 1302 - 1;    
         4'b0111: baudCountNum = 868 - 1;     
         4'b1000: baudCountNum = 434 - 1;     
         4'b1001: baudCountNum = 217 - 1;     
         4'b1010: baudCountNum = 109 - 1;     
         4'b1011: baudCountNum = 54 - 1;      
         default: baudCountNum = 166667 - 1;  
      endcase 
   assign finalBaudCountNum = (START) ? (baudCountNum >> 1) :   baudCountNum;
   assign btu = (baudCount == finalBaudCountNum) ? 1'b1 : 1'b0;
   always@(*)
      case({btu, DOIT})
         2'b00 : nBaudCount = 18'b00;
         2'b01 : nBaudCount = baudCount + 1;
         2'b10 : nBaudCount = 18'b00;
         2'b11 : nBaudCount = 18'b00;
         default : nBaudCount = 18'b00;
      endcase
   always @(posedge clk, negedge rstb)
      if(!rstb)  
         baudCount <= 18'b0;  
      else 
         baudCount <= nBaudCount;  
   assign bcu  = (bitCount == 11) ? 1'b1 : 1'b0;
   assign done = bcu;
   always@(*)
      case({btu, DOIT})
         2'b00 : nBitCount = 4'b00;
         2'b01 : nBitCount = (done) ? 4'b00 : bitCount;
         2'b10 : nBitCount = 4'b00;
         2'b11 : nBitCount = bitCount + 1;
         default : nBitCount = 4'b00;
      endcase
   always @(posedge clk, negedge rstb)
      if(!rstb)  
         bitCount <= 4'b0;  
      else 
         bitCount <= nBitCount;  
   always@(posedge clk, negedge rstb)
      if(!rstb)  
         doneDelay <= 1'b0;
      else 
         doneDelay <= done;
endmodule
File: design/flow/run.sh
#!/bin/bash
# OpenROAD 26Q1-2900-gdf79404cd8, Yosys 0.63+post, stock flow scripts
make -C /OpenROAD-flow-scripts/flow DESIGN_CONFIG=/design/flow/config.mk WORK_HOME=/design/flow/orfs finish
==> impl_metrics.env <==
# physical design summary
export IMPL_status="completed"
export IMPL_path_cells="clkdlybuf4s50_1 -> inv_1 -> ha_1 -> or3b_1 -> a222oi_1 -> o22ai_1 -> o32a_1 -> nor2_1 -> nand4_2 -> or3_1 -> a21oi_1"
export IMPL_io_buffers=22
export IMPL_worst_path_buf_inv=2
export IMPL_async_reset_ff_share_pct=100
export IMPL_fin_crit_sh_pct=82.3
export IMPL_grt_max_degree=51
export IMPL_edf_count=0
export IMPL_rsz0062_at_grt="false"
export IMPL_seqPwrFrac_pct=48.1
export IMPL_fp_dieH_um=106
export IMPL_net_switching_power_w=0.000385
export IMPL_met1_usage_pct=20.9
export IMPL_num_vias=2491
export IMPL_yosysUniqueCellTypes=62
export IMPL_cts_path_max_buffers=2
export IMPL_warnings=31
export IMPL_fill_cells=1055
export IMPL_cts_tree="done"
export IMPL_critPathTopFamily="simple AND/OR/NAND/NOR gates"
export IMPL_common_cells="dfrtp_1 (39), nor2_1 (37), xnor2_1 (27), a21oi_1 (20), inv_1 (19)"
export IMPL_cts_root_buf="clkbuf_8"
export IMPL_overflow=0
export IMPL_drc=0
export IMPL_syn_area_um2=3230
export IMPL_fin_crit_ps=3950
export IMPL_chipArea_um2=11200
export IMPL_clkSinkCount=50
export IMPL_grt_pass1_vias=2360
export IMPL_ctsResizeCount=0
export IMPL_cp_required_ps=5020
export IMPL_die_width_um=106
export IMPL_clk_pin_slew_ps=100
export IMPL_post_cts_buffers=0
export IMPL_switching_share_pct=35.1
export IMPL_crit_path_start_kind="input port"
export IMPL_hold_buffers=0
export IMPL_wire_per_inst_um=13.4
export IMPL_crit_type="input port to register"
export IMPL_area_growth_pct=12.9
export IMPL_timing_fmax_ghz=0.253
export IMPL_ys_ff=50
export IMPL_yosys_cells=352
export IMPL_track_usage_pct=13.1
export IMPL_worstMarginPinSlew_ps=780
export IMPL_hold_ws_ps=426
export IMPL_worstSkewPairLatency_ps=310
export IMPL_dpl_worst_slack_ps=568
export IMPL_finClkSkew_ps=11.7
export IMPL_ys_area_um2=3230
export IMPL_reg2reg_from="START$_DFF_PN0_"
export IMPL_yosysTopAreaCell="dfrtp_1"
export IMPL_ir_drop_uv=114
export IMPL_drtIter0Drc=147
export IMPL_place_congestion=0.853
export IMPL_drtPass1Iterations=4
export IMPL_synth_top_cell_area_share_pct=30.2
export IMPL_hold_start="present_state[3]$_DFF_PN0_"
export IMPL_grtUsageMet3_pct=2.27
export IMPL_drv_cap=0
export IMPL_slew_violations=0
export IMPL_dominantRegCellSynth="dfrtp_1"
export IMPL_grt_busiest_layer="met1"
export IMPL_critPathLaunch="baud_val[0]"
export IMPL_hold_violations=0
export IMPL_critPathMaxStageDelay_ps=470
export IMPL_htree_levels=2
export IMPL_fin_tns_setup_ps=0
export IMPL_hold_path_class="register to register"
export IMPL_initCoreUtil_pct=31.1
export IMPL_core_um2=10400
export IMPL_slew_headroom_pct=48.0
export IMPL_grt_pass1_wl_um=11800
export IMPL_drive_gt1_share_pct=11.7
export IMPL_routed_wl_um=6730
export IMPL_yosysSeqAreaShare_pct=39.2
export IMPL_seq_area_um2=1260
export IMPL_combPwrFrac_pct=28.1
export IMPL_end_kind="register"
export IMPL_clockPowerShare_pct=23.8
export IMPL_topCellsByArea="dfrtp_1 (30%), dfstp_2 (9.0%), xnor2_1 (7.3%)"
export IMPL_worst_slack_ps=850
export IMPL_antenna_found_initial=0
export IMPL_cp_slowest_cell="clkdlybuf4s50_1"
export IMPL_rows=37
export IMPL_yosys_warnings=3
export IMPL_crit_arrival_ps=4170
export IMPL_grtUsageMet2_pct=19.4
export IMPL_synth_cells=352
export IMPL_p_leak_nw=1.51
export IMPL_ios=23
export IMPL_syn_avg_cell_area_um2=9.17
export IMPL_place_detailed_hpwl_um=4880
export IMPL_yosysMostFrequentCell="dfrtp_1"
export IMPL_final_setup_viol_count=0
export IMPL_n_antenna_cell=0
export IMPL_power_density_nw_per_um2=301
export IMPL_cp_max_fo=13
export IMPL_ant_nets=0
export IMPL_viasPerCell=4.95
export IMPL_combGateArea_um2=1760
export IMPL_internal_power_w=0.000712
export IMPL_cts_buffers=5
-- per-layer routing --
layer,vias to the layer above,share of wire (%)
met3,8,6.3
met1,1165,49
met5,-,0
li1,1256,-
met2,62,43
met4,0,1.1
-- cell families (layout without fill, tap and decap cells) --
group	count (synthesis)	in the layout	synth area share, %
AOI/OAI and AO/OA	80	80	16.8
buffers and inverters	43	58	6.39
xor gates and xnor gates	39	39	10.6
muxes	12	12	4.07
and+or+nand+nor	119	119	19.5
DFF	50	50	39.2
adders and majority gates	9	9	3.49
-- final cells by class --
type                    count  area share, %
flip-flops and latches     50           34.7
multi-input cells         259           48.2
inverters                  19           1.96
well taps                 136           4.67
clock buffers               5           1.89
repair buffers             31           7.76
clock inverters             3          0.790
-- metrics by stage --
stage | util, % | instances | instance area [µm²] | total power [W]
after floorplan | - | 352 | 3230 | 0.000762
after global placement | 34.2 | 495 | 3550 | 0.000843
after detailed placement | 34.2 | 495 | 3550 | 0.000843
after CTS | 35.1 | 503 | 3640 | 0.00111
after global routing | 35.1 | 503 | 3640 | 0.00117
final | 35.1 | 503 | 3640 | 0.00110
-- worst paths after layout --
| check | to | slack, ps | cells after the start |
|---|---|---|---|
| worst max-delay path | bitCount[2]$_DFFE_PN0P_ | 850 | 11 |
| worst min-delay path | LOAD$_DFF_PN0_ | 430 | 0 |
| worst max register to register | bitCount[2]$_DFFE_PN0P_ | 1340 | 8 |
| worst min register to register | LOAD$_DFF_PN0_ | 430 | 0 |
| max in group asynchronous | baudCount[15]$_DFF_PN0_ | 3640 | 2 |
| min in group asynchronous | data[5]$_DFFE_PN0P_ | 730 | 2 |
-- power by group through the flow --
stage	clock network [W]	logic (W)	registers, W
after CTS	0.000271	0.000311	0.000527
after global routing	0.000286	0.000347	0.000539
final	0.000261	0.000309	0.000527
-- registers in the layout, summed over array words and instances (netlist names), 4 cells and up --
signal,count
baudCount,18
bitCount,4
data,8
present_state,4
sreg_data,9
-- placed cells by master, fill, tap and decap left out, drive strengths merged, types with 11 or more instances in the layout --
cell type | synthesis | layout
nand3 | 16 | 16
nand2 | 13 | 13
o21ai | 17 | 17
inv | 19 | 21
xor2 | 12 | 12
a21oi | 21 | 21
nor2 | 38 | 38
dfstp | 11 | 11
xnor2 | 27 | 27
clkdlybuf4s50 | 0 | 21
dfrtp | 39 | 39
No activity file was given, so power comes from the tool's default toggle rates.
